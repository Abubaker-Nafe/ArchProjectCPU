--- flow/run.sh ---
#!/bin/bash
# OpenROAD 26Q1-2900-gdf79404cd8, Yosys 0.63+post, stock flow scripts
make -C /OpenROAD-flow-scripts/flow DESIGN_CONFIG=/design/flow/config.mk WORK_HOME=/design/flow/orfs finish
--- flow/config.mk ---
export PLATFORM = sky130hd
export DESIGN_NAME = ProgramCounter
export DESIGN_NICKNAME = ProgramCounter
export VERILOG_FILES = /design/flow/design.v
export SDC_FILE = /design/flow/constraint.sdc
export NUM_CORES = 4
export LEC_CHECK = 1
export CORE_AREA = 10 10 109 109
export DIE_AREA = 0 0 119 119
--- flow/constraint.sdc ---
current_design ProgramCounter

set clk_period 1.0
set clk_io_pct 0.2

create_clock -name clk0 -period $clk_period [get_ports {clk}]

set non_clock_inputs [all_inputs -no_clocks]
set_input_delay [expr $clk_period * $clk_io_pct] -clock clk0 $non_clock_inputs
set_output_delay [expr $clk_period * $clk_io_pct] -clock clk0 [all_outputs]
--- flow/design.v ---
module ProgramCounter(
	input wire clk,		   
	input wire [31:0] inputRegister,
	output reg [31:0] outputRegister,
	input wire enable
	); 			 
	initial begin
		outputRegister <= 0;
	end
	always @(posedge clk)
		begin						
			if (enable == 1) 	 
				begin
					outputRegister = inputRegister;
			end
	end
endmodule
==> results_tabular.tex <==
% Implementation results table
\begin{tabular}{lr}
\hline
Metric & Value \\
\hline
\multicolumn{2}{l}{\textbf{Synthesis}} \\
\quad Most common reg cell & edfxtp\_1 \\
\quad Ranking of synthesized cells by instance count & 32 x edfxtp\_1 \\
\quad Largest area contributor in the synthesized netlist & edfxtp\_1 \\
\quad Per-instance average area after synthesis & around 30 µm² \\
\quad Post-synth tally of flip-flops with integrated enable & 32 \\
\quad Flop and latch count out of synthesis & 32 \\
\quad YS chip area & between 900 and 1000 µm² \\
\quad Simple-gate portion of the synthesized area & 0\% \\
\quad Cell count listed in synth\_stat.txt & 32 \\
\quad Count of unique library cells instantiated by Yosys & 1 \\
\quad XOR/XNOR Fraction of Synth Area & 0\% \\
\quad Top cell type by instance count after synthesis & edfxtp\_1 \\
\quad Number of warnings reported in the yosys synthesis log & 1 \\
\quad Area of the mapped netlist & just under 1000 µm² \\
\quad Top post-synthesis cells by area & edfxtp\_1 100\% \\
\quad Adders+Majority by Area & 0\% \\
\quad Seq share, synth & about 100\% \\
\quad Mux cell area share & 0\% \\
\quad Fraction of registers with async set/reset & 0\% \\
\quad Portion of synthesized cell area occupied by the leading cell type & 100\% \\
\quad Number of cells produced by synthesis & 32 \\
\quad Complex Gates by Area & 0\% \\
\multicolumn{2}{l}{\textbf{Global route}} \\
\quad Global-route layer with the greatest usage & met2 \\
\quad GRT Total Usage & 4.15\% \\
\quad Maximum number of pins on one net before global-route repair & 25 \\
\quad GR met3 Demand/Resource & under 10\% \\
\quad Number of global-route vias before repair & $\sim$660 \\
\quad Antenna violations before repair & 2 \\
\quad Global routing usage on met2 & 5.74\% \\
\quad Met1 track utilization from global routing & 4.79\% \\
\quad First-pass GRT wire length & about 4400 µm \\
\quad Total gr overflow & 0 \\
\multicolumn{2}{l}{\textbf{Placement}} \\
\quad HPWL Detailed & approximately 2500 µm \\
\quad Port Buffers & 65 \\
\quad RD Place Congestion & between 0.6 and 0.7 \\
\quad Area after DPL & approximately 1800 µm² \\
\quad Worst slack at placement & -0.0285 ns \\
\quad Placed Instances & 232 \\
\multicolumn{2}{l}{\textbf{Final layout}} \\
\quad Flip-flop count of the largest register, all copies and words added & 32 \\
\quad Proportion of layout cells with a drive suffix above 1 & 38.7\% \\
\quad Summed area of non-filler cells in the final layout & 1720 µm² \\
\quad Fill cells & 1082 \\
\quad Number of logic gates & 0 \\
\quad Filler-free cell count of the finished design & approximately 240 \\
\quad Area used by multi-input combinational logic & 0 µm² \\
\quad Largest reg by FF count & outputRegister \\
\quad Area Overhead vs Synth & 78.8\% \\
\quad End-of-flow core utilization & 17.8\% \\
\quad Biggest registers after layout & outputRegister: 32 flops \\
\multicolumn{2}{l}{\textbf{Worst setup path}} \\
\quad Start-to-end type of the worst setup path & reg2out \\
\quad CP startpoint kind & flop \\
\quad Series of cell instances along the critical path & buf\_2 \\
\quad Endpoint class of the critical path & primary output \\
\quad Worst endpoint data arrival time & 0.78 ns \\
\quad Highest net fanout along the worst path & 1 \\
\quad Largest stage delay on the critical path & about 0.37 ns \\
\quad Cell with the largest stage delay on the worst path & edfxtp\_1 \\
\quad Buf/Inv on CP & 1 \\
\quad Crit path max-delay family & flip-flops \\
\quad Critical path data required time & 0.80 ns \\
\multicolumn{2}{l}{\textbf{Clock tree}} \\
\quad TritonCTS Buffers & 5 \\
\quad CTS sink cnt & 32 \\
\quad Number of buffers on the longest clock path & 2 \\
\quad Clock-pin transition on the worst setup and hold timing paths & approximately 0.07 ns \\
\quad Hold Buf Count CTS & 0 \\
\quad Cell at the root of the clock tree & clkbuf\_8 \\
\quad Clock tree from TritonCTS & yes \\
\quad H-Tree Level Count & 2 \\
\quad Post CTS Setup Buffer Count & 0 \\
\multicolumn{2}{l}{\textbf{Die}} \\
\quad Number of placed I/O pins & approximately 66 \\
\quad Area inside the core boundary & approximately 9600 µm² \\
\quad Total die area & around 14000 µm² \\
\quad Fraction of the core area occupied by cells at floorplan & about 10\% \\
\quad Die X & 119 µm \\
\quad Site Rows & 36 \\
\quad Height of the die & between 100 and 150 µm \\
\multicolumn{2}{l}{\textbf{Route}} \\
\quad Detailed-route wire length & approximately 3000 µm \\
\quad Initial DRT Pass Iterations & 2 \\
\quad Post-detailed-route wirelength per cell & between 10 and 15 µm \\
\quad Routed Antenna Nets & 0 \\
\quad Avg Vias per Cell & around 2.4 \\
\quad DRC violation count after routing & 0 \\
\quad Count of vias placed by the detailed router & 585 \\
\quad Number of violations reported at the end of detailed-routing iteration 0 & 11 \\
\quad Inserted Diodes & 0 \\
\multicolumn{2}{l}{\textbf{Final timing}} \\
\quad Setup TNS & 0 ns \\
\quad Max-slew headroom & 90.5\% \\
\quad Worst hold-check slack & between 0.3 and 0.4 ns \\
\quad Setup violations, final & 0 \\
\quad Final hold viol count & 0 \\
\quad Highest clock frequency the design can meet & around 1000 MHz \\
\quad Slew @ Worst Pin & roughly 0.14 ns \\
\quad Period minus WS final & a little under 1 ns \\
\quad PnR worst setup slack & 0.0218 ns \\
\quad Pins Over Slew Limit & 0 \\
\quad Final worst-path cycle share & a little over nine tenths \\
\quad RSZ-0062 raised after global routing & true \\
\multicolumn{2}{l}{\textbf{Hold path}} \\
\quad Worst hold-check path type & in2reg \\
\multicolumn{2}{l}{\textbf{Power}} \\
\quad Leakage dissipation & just over 0.6 nW \\
\quad Design Power & around 2.8 mW \\
\quad Worst ir drop on vdd & roughly 0.4 mV \\
\quad Pwr Density & 1620 nW/µm² \\
\multicolumn{2}{l}{\textbf{Run status}} \\
\quad Result of the run & finished, final reports clean \\
\multicolumn{2}{l}{\textbf{Flow run}} \\
\quad Max cap viols & 0 \\
\quad Count of tool warnings & 27 \\
\hline
\end{tabular}
==> layout by cell type, fill, tap and decap left out <==
master | Yosys | routed
buf_2 | 0 | 33
clkdlybuf4s50_1 | 0 | 32
edfxtp_1 | 32 | 32
clkbuf_8 | 0 | 5
clkinv_2 | 0 | 1
clkbuf_1 | 0 | 1
buf_4 | 0 | 1
buf_12 | 0 | 1
==> cell type report <==
class	instances	area (µm²)	area share [%]
clock inverter	1	5.00	0.291
timing repair buffer	67	513	29.9
tap	133	166	9.69
clock buffer	6	72.6	4.22
sequential	32	961	55.9
==> where the power goes <==
part | switching [mW] | internal [mW]
Sequential | 0.0204 | 1.59
Clock | 0.454 | 0.473
Combinational | 0.0651 | 0.181
==> what timing repair did <==
| item | CTS | global route |
|---|---|---|
| endpoints found under the setup margin | 32 | 19 |
| gates resized | 100 | 0 |
| hold endpoints to repair | 0 | 0 |
| pin swaps | 0 | 0 |
==> cells by family after synthesis <==
kind of cell and after synthesis:
flip-flops 32
==> worst paths after layout <==
path	start	endpoint	slack (ns)	cells past startpoint
setup / recovery	outputRegister[4]	outputRegister[4]	0.02	1
hold / removal	enable	outputRegister[9]	0.33	2
==> per-layer routing <==
| metal | vias up | wire, µm |
|---|---|---|
| met4 | 4 | 19 |
| met1 | 254 | 1220 |
| met5 | - | 26 |
| li1 | 274 | - |
| met2 | 46 | 1270 |
| met3 | 7 | 502 |
No activity file was given, so power comes from the tool's default toggle rates.
