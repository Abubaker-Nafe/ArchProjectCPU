File: flow/config.mk
export PLATFORM = sky130hd
export DESIGN_NAME = Adder
export DESIGN_NICKNAME = Adder
export VERILOG_FILES = /design/flow/design.v
export SDC_FILE = /design/flow/constraint.sdc
export NUM_CORES = 4
export LEC_CHECK = 1
export CORE_AREA = 10 10 82 82
export DIE_AREA = 0 0 92 92
File: flow/constraint.sdc
current_design Adder

set clk_period 8.9
set clk_io_pct 0.2

create_clock -name clk0 -period $clk_period

set non_clock_inputs [all_inputs -no_clocks]
set_input_delay [expr $clk_period * $clk_io_pct] -clock clk0 $non_clock_inputs
set_output_delay [expr $clk_period * $clk_io_pct] -clock clk0 [all_outputs]
File: flow/design.v
module Adder(
    input [31:0] PC,
    input [15:0] imm16,
    output reg [31:0] BTA
);      
    wire [31:0] extendedImm;   
    assign extendedImm = {16'b0, imm16};  
    always @*
        begin
            BTA <= PC + extendedImm;  
        end
endmodule
File: flow/run.sh
#!/bin/bash
# OpenROAD 26Q1-2900-gdf79404cd8, Yosys 0.63+post, stock flow scripts
make -C /OpenROAD-flow-scripts/flow DESIGN_CONFIG=/design/flow/config.mk WORK_HOME=/design/flow/orfs finish
==> run notes <==
The layout has 0 clock buffers. With the count of fill cells added during filler insertion at 540, the count of unresolved DRC violations after routing is 0. With the number of primary I/O pins at 80, the standard cell area after detailed placement is 0.00209 sq mm. The transition time recorded at the tightest slew-check pin is 0.576 ns. In the global route stage, overall resource usage came out at 9.27%. The final timing report lists a hold violation count of 0. For this design the ratio of total power to cell area is 64.7 mW/mm^2. The die covers 0.00846 sq mm.

The worst setup slack after layout was 2.42 ns. In the layout the commonest cells are sky130_fd_sc_hd__clkdlybuf4s50_1 (80), sky130_fd_sc_hd__xnor2_1 (17), sky130_fd_sc_hd__ha_1 (16), sky130_fd_sc_hd__nand2_1 (13), sky130_fd_sc_hd__a21oi_1 (13). The final report lists a non-filler cell total of 314. Max fanout on the critical path was recorded as 6. Among logic cells in the layout, the one with the most instances is sky130_fd_sc_hd__clkdlybuf4s50_1. RePlAce ended its routability-driven mode at a weighted congestion of 0.794. The post-CTS setup buffer count came out at 0. The accumulated negative setup slack is 0 ns.

Buffers placed on the I/O ports in this run total 80. The detailed placer reported the number of placed instances as 314. The relative max-transition margin came out at 61.6%.

Setup repair after global routing left no endpoint under its margin. The unique cell type count in the Yosys netlist is 39. For the final routed wirelength across all metal layers, the log shows 4150 um.

After detailed routing, the average wire length per cell comes to 13.2 um. The area fraction of the largest cell type after synthesis is 16.4%. The via density per instance was 4.61; the count of standard-cell rows was 26.

The logs give 24.0% for the starting density of the core and 0 for the number of antenna-violating nets in the routed design. Recorded from the global router log, the overflow total was 0. In this run the horizontal extent of the chip is 92 um. The run gives 0.00122 sq mm as the cell area after synthesis. After technology mapping, the gate count stands at 169. In this run the vertical extent of the chip is 92 um.

The run gives 1 for the synthesis warning total. For the number of buffers inserted by hold repair at cts, the log shows 0. The number of antenna violations at the first check in global routing was 0. The finished cells cover 0.00209 sq mm.

For the arrival time reported for the critical path endpoint, the log shows 4.70 ns. Entering global routing, the biggest net connects 9 pins. By area the synthesized netlist is led by sky130_fd_sc_hd__ha_1 (16%), sky130_fd_sc_hd__xnor2_1 (12%), sky130_fd_sc_hd__xor2_1 (7.2%).

The cell type with the largest total area is sky130_fd_sc_hd__ha_1. For the number of standard cells reported by yosys, the log shows 169. Per the final layout report, the fraction of cells sized above drive strength 1 comes to 3.28%.

Hold timing on the final database bottoms out at a slack of 4.50 ns. The design has 0 sequential cells. For the finished layout, the period the worst path requires is 6.48 ns. For this run, the script counts the antenna cells in the layout as 0. The run gives 7.12 ns for the data required time of the critical path.

For this run, the share of the core covered by cells in the final layout is 41.1%. For the static leakage, the log shows 0.818 nW. Achievable frequency: 154 MHz. Via count of the first global-routing pass: 1377. For this run, the register share of the synthesized area comes to 0%.

Post-CTS repair ended up resizing 0 cells. The worst min-delay path class is primary input to output pin. The category of the critical setup timing path is primary input to output pin.

The design draws 0.135 mW. Type of destination of the critical path: an output pin. The final tally of setup violations is 0, and the max-cap check violation count is 0. The chip area line in the Yosys stat output reads 0.00122 sq mm.

The area growth from synthesis to layout is 71.4%. Per the final report, max-transition violations number 0. The number of warnings in the stage logs was 32; the number of search-and-repair iterations in the first detailed-routing pass was 4. The flow ran to the end, and the final reports show no timing, DRC or antenna violations.

The run gives 27.2 uV as the peak ir drop on the vdd network. For the number of design-rule violations left by the first detailed-router iteration, the log shows 58. The pre-CTS setup check shows a worst slack of 2.43 ns. The worst setup path is launched from a primary input. The run gives 0.00507 sq mm as the area inside the core boundary.

The number of vias in the routed layout is 1449. The total area of sequential cells was 0 sq um. The global-route wire length before repair is 6760 um. Summed over all nets, the half-perimeter wirelength after detailed placement is 3690 um. The worst path uses 72.8% of the clock period. Synthesized area per cell: 7.21 sq um.
-- path summary, 6_finish.rpt --
kind	startpoint	endpoint	slack, ns	depth (start not counted)
worst max-delay path	PC[0]	BTA[24]	2.42	10
worst min-delay path	PC[22]	BTA[22]	4.50	4
-- kinds of logic (layout without fill, tap and decap cells) --
kind of cell    after synthesis  in the layout  synth area share, %
compound gates               57             57                 35.2
simple gates                 57             57                 23.9
xor+xnor                     27             27                 19.4
fa+ha+maj                    17             17                 18.1
buf+inv                      11             86                 3.39
-- where the power goes --
group          leakage [nW]  internal, mW  switching [mW]
sequential                0             0               0
clock                     0             0               0
combinational         0.818        0.0834          0.0518
total                 0.818        0.0834          0.0518
-- cell usage after synthesis (5+ instances only) --
cell	n
sky130_fd_sc_hd__a21o_1	8
sky130_fd_sc_hd__nand2_1	13
sky130_fd_sc_hd__a21oi_1	13
sky130_fd_sc_hd__inv_1	6
sky130_fd_sc_hd__o21ai_0	8
sky130_fd_sc_hd__xor2_1	10
sky130_fd_sc_hd__ha_1	16
sky130_fd_sc_hd__clkbuf_1	5
sky130_fd_sc_hd__nand3_1	8
sky130_fd_sc_hd__xnor2_1	17
sky130_fd_sc_hd__nor2_1	11
sky130_fd_sc_hd__nor3_1	7
-- worst max-delay path: stages --
cell and delay, ns:
sky130_fd_sc_hd__clkdlybuf4s50_1 0.40, sky130_fd_sc_hd__ha_1 0.23, sky130_fd_sc_hd__fa_1 0.40, sky130_fd_sc_hd__a21o_1 0.23, sky130_fd_sc_hd__a221oi_4 0.36, sky130_fd_sc_hd__o21ai_4 0.13, sky130_fd_sc_hd__a221oi_4 0.42, sky130_fd_sc_hd__nor3b_1 0.12
sky130_fd_sc_hd__xor2_1 0.14, sky130_fd_sc_hd__clkdlybuf4s50_1 0.48
-- final cells by class --
type / count / area [sq um] / area share, %
Timing Repair Buffer: 80 / 801 / 38.3
Multi-Input combinational cell: 158 / 1180 / 56.4
Tap cell: 70 / 87.6 / 4.19
Inverter: 6 / 22.5 / 1.08
-- routing by layer --
layer  up-vias  routed length (um)  track usage [%]
met5         -                   0                0
met4         0                   0                0
met3         0                 185             1.32
met2        38                1880             15.4
met1       625                2080             13.2
li1        786                   -                -
Power is estimated from default activity; no workload was simulated.
