`design.v`:
```
module ControlUnit (
        input wire clk,
        input wire [5:0] opcode,
		input wire [1:0] modeBits,
        input wire isStackEmpty,
        input wire isStackFull,
		input wire isMemoEmpty,
        input wire isMemoFull,
        input wire NegFlagIn,
        input wire ZeroFlagIn,
        input wire CarryFlagIn,
		input wire greaterThanFlagIn,
		input wire lessThanFlagIn,
        output reg EN,
		output reg IRWR,
        output reg MemoR,
        output reg MemoWR,
		output reg pop,
		output reg push,
        output reg MemoToRF,
        output reg ReadRegisterTwoSrc,
        output reg BranchFlag,
        output reg isStackAddress,
        output reg [1:0] PCSource,
        output reg [5:0] OpcodeOut,
        output reg [1:0] ALUSrcTwo,
        output reg ALUSrcOne,
        output reg RFWR,
        output reg ExtensionSrc, 
		output reg regWriteOne,
		output reg regWriteTwo,
		output reg callFlag,
		output reg modeFlag
);
    parameter AND   = 6'b000000;
    parameter ADD   = 6'b000001;
    parameter SUB   = 6'b000010;
    parameter ANDI  = 6'b000011;
    parameter ADDI  = 6'b000100;
    parameter LW    = 6'b000101;
    parameter LWPOI = 6'b000110;
    parameter SW    = 6'b000111;
    parameter BGT   = 6'b001000;
    parameter BLT   = 6'b001001;
	parameter BEQ   = 6'b001010;
	parameter BNE   = 6'b001011;
    parameter JMP   = 6'b001100;
    parameter CALL  = 6'b001101;
    parameter RET   = 6'b001110;
    parameter PUSH  = 6'b001111;
    parameter POP   = 6'b010000;
	reg [5:0] op;	  
	reg [3:0] state 	= 10;
	parameter RS 		= 0;
	parameter IF 		= 1;
	parameter ID 		= 2;
	parameter afterID 	= 3;
	parameter EX 		= 4;
	parameter MEM 		= 5;
	parameter afterEX 	= 6;
	parameter WB 		= 7;
	parameter start 	= 10;
	always @(posedge clk)
		begin			 
			case(state)
				start: begin
					PCSource				<= 2'b10;
					isStackAddress			<= 0; 
					state 					<= RS;
					callFlag					<= 0;
					modeFlag				<= 0;
					BranchFlag				<= 0;
					push					<= 0;
					pop 					<= 0;
					MemoWR					<= 0; 
					MemoR					<= 0;
				end
				RS:begin
					EN						<= 1;
					MemoWR					<= 0; 
					MemoR					<= 0;
					IRWR					<= 1;
					push					<= 0;
					pop 					<= 0;
					RFWR					<= 0;
					state					<= IF;
				end							 
				IF: begin 
					EN						<= 0; 
					IRWR					<= 0; 
					op = opcode;
					state					<= ID;
					if(op == CALL)
						begin
							callFlag		<= 1;
						end
					else
						begin
							callFlag		<= 0;
						end
					if(op == RET)
						begin
							pop				<= 1;
							push			<= 0;
							MemoR			<= 0;
							MemoWR			<= 0;
							isStackAddress	<= 0;
							state			<= MEM;
						end
					else
						begin
							pop				<= 0;
							push			<= 0;
							MemoR			<= 0;
							MemoWR			<= 0;
							isStackAddress	<= 0;
						end
					if((op == LWPOI) && (modeBits == 2'b01))
						begin
							modeFlag		<= 1;
							state			<= ID;
						end
					else
						begin
							modeFlag		<= 0;
						end
					regWriteOne				<= 1;
					regWriteTwo				<= 1;
				end							   
				ID: begin	
					op = opcode;	 
					case (op)
							AND: begin
								EN            		<= 0;
								MemoR            	<= 0;  
								MemoWR           	<= 0;
								MemoToRF           	<= 1;	
								IRWR		       	<= 0;
								ReadRegisterTwoSrc  <= 0;
								PCSource  	    	<= 2'b10; 
								OpcodeOut    		<= 6'b000000;
								ALUSrcTwo      		<= 2'b00;
								ALUSrcOne          	<= 1;
								RFWR          		<= 0;   
								state             	<= afterID; 
							end							
							ADD: begin
								EN            		<= 0;
								MemoR            	<= 0;  
								MemoWR           	<= 0;
								MemoToRF           	<= 1;	
								IRWR		       	<= 0;
								ReadRegisterTwoSrc  <= 0;
								PCSource  	    	<= 2'b10; 
								OpcodeOut    		<= 6'b000001;
								ALUSrcTwo      		<= 2'b00;
								ALUSrcOne          	<= 1;
								RFWR          		<= 0;   
								state             	<= afterID; 
							end	
							SUB: begin
								EN            		<= 0;
								MemoR            	<= 0;  
								MemoWR           	<= 0;
								MemoToRF           	<= 1;	
								IRWR		       	<= 0;
								ReadRegisterTwoSrc  <= 0;
								PCSource  	    	<= 2'b10; 
								OpcodeOut    		<= 6'b000010;
								ALUSrcTwo      		<= 2'b00;
								ALUSrcOne          	<= 1;
								RFWR          		<= 0;   
								state             	<= afterID; 
							end								  
							ANDI: begin
								EN            		<= 0;
								MemoR            	<= 0;  
								MemoWR           	<= 0;
								MemoToRF           	<= 1;	
								IRWR		       	<= 0;
								PCSource  	    	<= 2'b10; 
								OpcodeOut    		<= 6'b000011;
								ALUSrcTwo      		<= 2'b10;
								ALUSrcOne          	<= 1;
								RFWR          		<= 0;
								ExtensionSrc		<= 1;
								state             	<= afterID; 
							end	  
							ADDI: begin
								EN            		<= 0;
								MemoR            	<= 0;  
								MemoWR           	<= 0;
								MemoToRF           	<= 1;	
								IRWR		       	<= 0;
								PCSource  	    	<= 2'b10; 
								OpcodeOut    		<= 6'b000100;
								ALUSrcTwo      		<= 2'b10;
								ALUSrcOne          	<= 1;
								RFWR          		<= 0;
								ExtensionSrc		<= 0;
								state             	<= afterID; 
							end	 
							LW: begin
								EN            		<= 0;
								MemoR            	<= 1;  
								MemoWR           	<= 0;
								pop           		<= 0;
								push           		<= 0;
								MemoToRF           	<= 0;	
								IRWR		       	<= 0;
								PCSource  	       	<= 2'b10; 
								OpcodeOut    		<= 6'b000101;
								ALUSrcTwo           <= 2'b10;
								ALUSrcOne           <= 1;
								RFWR           		<= 0; 
								ExtensionSrc		<= 0;
								state              	<= afterID; 
							end
							LWPOI: begin
								EN            		<= 0;
								MemoR            	<= 1;  
								MemoWR           	<= 0;
								pop           		<= 0;
								push           		<= 0;
								MemoToRF           	<= 0;	
								IRWR		       	<= 0;
								PCSource  	       	<= 2'b10; 
								OpcodeOut    		<= 6'b000110;
								ALUSrcTwo           <= 2'b10;
								ALUSrcOne           <= 1;
								RFWR           		<= 0; 
								ExtensionSrc		<= 0;
								state              	<= afterID; 
							end
							SW: begin
								EN            		<= 0;
								MemoR            	<= 0;  
								MemoWR           	<= 1;
								pop           		<= 0;
								push           		<= 0;
								ReadRegisterTwoSrc  <= 1;	
								IRWR		       	<= 0;
								PCSource  	       	<= 2'b10; 
								OpcodeOut    		<= 6'b000111;
								ALUSrcTwo           <= 2'b10;
								ALUSrcOne           <= 1;
								RFWR           		<= 0; 
								ExtensionSrc		<= 0;
								state              	<= afterID; 
							end	  
							BGT: begin
								EN            		<= 0;
								MemoR            	<= 0;  
								MemoWR           	<= 0;
								pop           		<= 0;
								push           		<= 0;
								IRWR		       	<= 0;
								ReadRegisterTwoSrc  <= 1;
								PCSource  	       	<= 2'b11; 
								OpcodeOut    		<= 6'b001000;
								ALUSrcTwo           <= 2'b00;
								ALUSrcOne           <= 1;
								RFWR           		<= 0;     	 	
								state              	<= afterID; 
							end
							BLT: begin
								EN            		<= 0;
								MemoR            	<= 0;  
								MemoWR           	<= 0;
								pop           		<= 0;
								push           		<= 0;
								IRWR		       	<= 0;
								ReadRegisterTwoSrc  <= 1;
								PCSource  	       	<= 2'b11; 
								OpcodeOut    		<= 6'b001001;
								ALUSrcTwo           <= 2'b00;
								ALUSrcOne           <= 1;
								RFWR           		<= 0;  	 	
								state              	<= afterID; 
							end
							BEQ: begin
								EN            		<= 0;
								MemoR            	<= 0;  
								MemoWR           	<= 0;
								pop           		<= 0;
								push           		<= 0;
								IRWR		       	<= 0;
								ReadRegisterTwoSrc  <= 1;
								PCSource  	       	<= 2'b11; 
								OpcodeOut    		<= 6'b001010;
								ALUSrcTwo           <= 2'b00;
								ALUSrcOne           <= 1;
								RFWR           		<= 0;   	 	
								state              	<= afterID; 
							end
							BNE: begin
								EN            		<= 0;
								MemoR            	<= 0;  
								MemoWR           	<= 0;
								pop           		<= 0;
								push           		<= 0;
								IRWR		       	<= 0;
								ReadRegisterTwoSrc  <= 1;
								PCSource  	       	<= 2'b11; 
								OpcodeOut    		<= 6'b001011;
								ALUSrcTwo           <= 2'b00;
								ALUSrcOne           <= 1;
								RFWR           		<= 0; 	 	
								state              	<= afterID; 
							end
							JMP: begin
								EN            		<= 0;
								MemoR            	<= 0;  
								MemoWR           	<= 0;
								pop           		<= 0;
								push           		<= 0;
								MemoToRF           	<= 0;	
								IRWR		       	<= 0;
								PCSource  	       	<= 2'b00; 
								OpcodeOut    		<= 6'b001100;
								ALUSrcTwo           <= 2'b01;
								ALUSrcOne           <= 0;
								RFWR           		<= 0;  
								state              	<= afterID; 
							end
							CALL: begin
								EN            		<= 0;
								MemoR            	<= 0;  
								MemoWR           	<= 0;
								pop           		<= 0;
								push           		<= 0;
								MemoToRF           	<= 0;	
								IRWR		       	<= 0;
								PCSource  	       	<= 2'b00; 
								OpcodeOut    		<= 6'b001101;
								ALUSrcTwo           <= 2'b01;
								ALUSrcOne           <= 0;
								RFWR           		<= 0;   
								state              	<= afterID; 
							end
							PUSH: begin
								EN            		<= 0;
								MemoR            	<= 0;  
								MemoWR           	<= 0;
								pop           		<= 0;
								push           		<= 1;
								IRWR		       	<= 0;
								PCSource  	       	<= 2'b10; 
								OpcodeOut    		<= 6'b001111;
								RFWR           		<= 0;
								callFlag			<= 0;
								state              	<= MEM; 
							end
							POP: begin
								EN            		<= 0;
								MemoR            	<= 0;  
								MemoWR           	<= 0;
								pop           		<= 1;
								push           		<= 0;
								MemoToRF           	<= 0;	
								IRWR		       	<= 0;
								PCSource  	       	<= 2'b00; 
								OpcodeOut    		<= 6'b010000;
								RFWR           		<= 0;
								state              	<= MEM; 
							end
					endcase   	
				end
				afterID: begin
					 regWriteOne		   	<= 0;
					 regWriteTwo		   	<= 0;
					 state              	<= EX;
				end
				EX: begin
					if((op == BGT) && greaterThanFlagIn)
						begin
							BranchFlag			<= 1;
						end
					else
						begin
							BranchFlag			<= 0;
						end
					if((op == BLT) && lessThanFlagIn)
						begin
							BranchFlag			<= 1;
						end
					else
						begin
							BranchFlag			<= 0;
						end
					if((op == BEQ) && ZeroFlagIn)
						begin
							BranchFlag			<= 1;
						end
					else
						begin
							BranchFlag			<= 0;
						end
					if((op == BNE) && !ZeroFlagIn)
						begin
							BranchFlag			<= 1;
						end
					else
						begin
							BranchFlag			<= 0;
						end
                    case (op)
                        AND: begin
                            state                  <= afterEX;
                        end
                        ADD: begin
                            state                  <= afterEX;
                        end
                        SUB: begin
                            state                  <= afterEX;
                        end
                        ANDI: begin
                            state                  <= afterEX;
                        end
                        ADDI: begin
                            state                  <= afterEX;
                        end
                        LW: begin
                            state                  <= MEM;
						end
						LWPOI: begin
                            state                  <= MEM;
                        end
                        SW: begin
                            state                  <= MEM;
                        end
                        BGT: begin
                            state                  <= RS;
                        end
						BLT: begin
                            state                  <= RS;
                        end
						BEQ: begin
                            state                  <= RS;
                        end
						BNE: begin
                            state                  <= RS;
                        end
                        JMP: begin
                            state                  <= RS;
                        end
                        CALL: begin
							push         	   	   <= 1;
                            state                  <= MEM;
                        end
                    endcase	
					end
                    MEM: begin 
					regWriteOne		   			   <= 0;
					regWriteTwo		   			   <= 0;  
                    case(op)
                        LW: begin
                            state                  <= afterEX;
                        end
						LWPOI: begin
                            state                  <= afterEX;
                        end
                        SW: begin
                            state                  <= RS;
                        end
						CALL: begin
                            state                  <= RS;
                        end
						RET: begin
							isStackAddress		   <= 1;
                            state                  <= RS;
                        end
						PUSH: begin
                            state                  <= RS;
                        end
						POP: begin
                            state                  <= afterEX;
                        end
                    endcase
					end
					afterEX: begin
						RFWR           		   	<= 1;
						state 				    <= WB;
					end
                    WB: begin
					RFWR           			   	<= 1;
					regWriteOne					<= 0;
					regWriteTwo		   			<= 0;
                    state                 		<= RS;
					end
			endcase	 
		end
endmodule
```
`run.sh`:
```
#!/bin/bash
# OpenROAD 26Q1-2900-gdf79404cd8, Yosys 0.63+post, stock flow scripts
make -C /OpenROAD-flow-scripts/flow DESIGN_CONFIG=/design/flow/config.mk WORK_HOME=/design/flow/orfs finish
```
`config.mk`:
```
export PLATFORM = sky130hd
export DESIGN_NAME = ControlUnit
export DESIGN_NICKNAME = ControlUnit
export VERILOG_FILES = /design/flow/design.v
export SDC_FILE = /design/flow/constraint.sdc
export NUM_CORES = 4
export LEC_CHECK = 1
export CORE_UTILIZATION = 30
```
`constraint.sdc`:
```
current_design ControlUnit

set clk_period 3.6
set clk_io_pct 0.2

create_clock -name clk0 -period $clk_period [get_ports {clk}]

set non_clock_inputs [all_inputs -no_clocks]
set_input_delay [expr $clk_period * $clk_io_pct] -clock clk0 $non_clock_inputs
set_output_delay [expr $clk_period * $clk_io_pct] -clock clk0 [all_outputs]
```
==> flow_summary.yaml <==
# synthesis and place-and-route metrics
status:
  status: "finished, final reports clean"
global_routing:
  grt_usage_pct: 13.8
  grt_pass1_vias: 1541
  grt_max_degree: 17
  antenna_found_initial: 0
  grt_overflow_total: 0
  grt_pass1_wl_um: 7670
critical_path:
  cp.arrival_ns: 2.68
  slowest_delay_ns: 0.59
  start_kind: "input pin"
  crit_buf_inv: 1
  setup.worst_path.start: "opcode[2]"
  critPathSlowestCell: "or4b_4"
  critPathMaxFanout: 9
  path_class: "input pin to flip-flop"
  cp.required_ns: 3.55
  r2r_slack_ns: 1.33
  regToRegEndpoint: "MemoR"
  path_cells: "clkdlybuf4s50_1 > or4b_4 > o32ai_4 > a21oi_4 > nor3_2"
  crit_family: "simple AND/OR/NAND/NOR gates"
  worstRegToRegCells: 4
  endpoint_kind: "flip-flop"
  reg2reg_from: "state[3]"
synth:
  async_flop_share_pct: 0
  synthFlopType: "edfxtp_1"
  yosysWarnings: 1
  yosysUniqueCellTypes: 53
  postSynthSeqShare_pct: 49.9
  yosys.area.top_type: "edfxtp_1"
  synth-edff-count: 34
  ys_ff: 34
  syn_area_per_cell_um2: 10.1
  yosysChipArea_um2: 2050
  top_area_share_pct: 49.9
  area_leaders: "edfxtp_1 (50%), nor3_1 (3.2%), nor2_1 (3.1%)"
  syn_inst: 202
  mappedNetlistArea_um2: 2050
  ys_cells: 202
final_timing:
  drv_slew: 0
  whs_ns: 0.787
  rsz0062_at_grt: "false"
  setup_viol: 0
  final_hold_viol_count: 0
  min_period_ns: 2.73
  relSlewSlack_pct: 64.1
  setup_slack_ns: 0.869
  tightest_slew_ns: 0.538
  final.period_utilization_pct: 75.8
  skew_ns: 0.00610
  fin_setup_tns_ns: 0
  max_clock_freq_mhz: 366
clock_network:
  cts_made_buffers: 5
  htreeDepth: 2
  clkLatencyLatePin_ns: 0.28
  clockBufferDepth: 2
  post_cts_buffers: 0
  postCtsHoldBufs: 0
  cts-resized-gates: 0
  cts_num_sinks: 34
  cts_tree: "yes"
  path_clk_slew_ns: 0.07
  ctsRootBufferMaster: "clkbuf_8"
detailed_routing:
  vias: 1673
  drc_errors: 0
  wl_per_cell_um: 14.7
  firstDrtPassIters: 13
  postRouteAntennaNets: 0
  diodes: 0
  drt_wl_total_um: 4590
  drt_iter0_drc: 162
  vias_per_cell: 5.38
flow_run:
  maxCapViolations: 0
  tool_warnings: 33
die:
  die_x_um: 84.6
  row_count: 29
  fp_util_pct: 31.7
  dieHeight_um: 84.6
  dieArea_um2: 7160
  num_io_pins: 45
  fp.coreArea_um2: 6460
placed_design:
  gp_congestion: 0.843
  dp_hpwl_um: 3370
  place_ws_ns: 0.600
  port_buffers: 35
pwr:
  p_per_area_nw_per_um2: 602
  ir_worst_vdd_uv: 168
  p_leak_nw: 0.807
layout:
  fillers: 625
  drive_gt1_share_pct: 8.97
  area_growth_pct: 23.8
  final_util_pct: 39.2
min_path:
  hold_path_depth: 1
  holdPathEnd: "BranchFlag"
  worstHoldStart: "op[2]"
  hold_path.class: "flip-flop to flip-flop"
==> synthesized netlist by cell type (3+ instances only) <==
cell type and n:
a21o_1 3, buf_4 3, clkbuf_1 10, edfxtp_1 34, and2_1 4, a211oi_1 4, a21oi_1 12, nor2_1 17
inv_1 12, buf_2 3, nand3_1 5, nand2b_1 4, nand2_1 12, nor2b_1 5, nand4_1 3, o21ai_0 11
nor3_1 13
==> cell usage in the layout (no fill, tap or decap), types with 2 or more instances in the layout <==
| cell type | instances |
|---|---|
| clkdlybuf4s50_1 | 35 |
| edfxtp_1 | 34 |
| nor2_1 | 17 |
| nor3_1 | 13 |
| nand2_1 | 12 |
| inv_1 | 12 |
| a21oi_1 | 12 |
| o21ai_0 | 11 |
| nor2b_1 | 5 |
| nand3_1 | 5 |
| clkbuf_8 | 5 |
| buf_4 | 5 |
| a211oi_1 | 4 |
| nand2b_1 | 4 |
| and2_1 | 4 |
| a21o_1 | 3 |
| nand4_1 | 3 |
| nor4bb_1 | 2 |
| nor4b_1 | 2 |
| o22a_1 | 2 |
| o211ai_1 | 2 |
| a311o_1 | 2 |
| o22ai_1 | 2 |
| o21a_1 | 2 |
| nor3b_1 | 2 |
| and3b_1 | 2 |
| a311oi_1 | 2 |
| nor3_2 | 2 |
| conb_1 | 2 |
==> through the flow <==
step	instance area [um2]	cells	power (mW)
after floorplan	2050	203	1.05
after global routing	2530	311	1.62
after CTS	2530	311	1.52
final	2530	311	1.52
after detailed placement	2450	303	1.25
after global placement	2450	303	1.25
==> area by class of cell <==
class | count | area [um2] | share of cell area [%]
clock buffer | 5 | 68.8 | 2.72
tap | 77 | 96.3 | 3.80
timing repair buffer | 40 | 388 | 15.3
multi-input combinational | 140 | 898 | 35.5
inverter | 12 | 45.0 | 1.78
sequential | 34 | 1020 | 40.3
clock inverter | 3 | 16.3 | 0.642
==> metal layers <==
layer | share of wire (%) | global-route usage, % | up-vias
li1 | - | - | 812
met3 | 6.4 | 3.19 | 4
met1 | 50 | 23.4 | 785
met2 | 43 | 19.4 | 72
met4 | 1.2 | 2.00 | 0
met5 | 0 | 0 | -
==> sequential cells by signal (all words and copies together) (netlist names), 2 cells and up <==
signal and cells:
OpcodeOut 5, ALUSrcTwo 2, PCSource 2, op 6, state 4
==> worst max path at each step <==
| stage | slack (ns) | end | depth (start not counted) |
|---|---|---|---|
| CTS | 0.91 | OpcodeOut[4] | 5 |
| global route | 0.76 | OpcodeOut[4] | 6 |
| finish | 0.87 | state[2] | 5 |
==> report_power, final <==
group | internal, mW | leakage, nW | total, mW | switching, mW
Clock | 0.132 | 0.0416 | 0.276 | 0.143
Combinational | 0.261 | 0.450 | 0.530 | 0.270
Sequential | 0.583 | 0.316 | 0.718 | 0.135
Total | 0.976 | 0.807 | 1.52 | 0.548
==> kinds of logic (layout without fill, tap and decap cells) <==
kind of cell	count (synthesis)	count (layout)	share of synthesized area, %
simple gates	81	81	22.1
fa+ha+maj	1	1	0.489
other cells	1	2	0.183
compound gates	54	54	20.0
buf+inv	29	60	6.42
xor+xnor	1	1	0.428
mux	1	1	0.489
flops	34	34	49.9
Power and IR drop assume default switching activity.
